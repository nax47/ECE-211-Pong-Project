`flow/config.mk`:
```
export PLATFORM = sky130hd
export DESIGN_NAME = background
export DESIGN_NICKNAME = background
export VERILOG_FILES = /design/flow/design.v
export SDC_FILE = /design/flow/constraint.sdc
export NUM_CORES = 4
export LEC_CHECK = 1
export CORE_AREA = 10 10 70 70
export DIE_AREA = 0 0 80 80
```
`flow/constraint.sdc`:
```
current_design background

set clk_period 2.2
set clk_io_pct 0.2

create_clock -name clk0 -period $clk_period

set non_clock_inputs [all_inputs -no_clocks]
set_input_delay [expr $clk_period * $clk_io_pct] -clock clk0 $non_clock_inputs
set_output_delay [expr $clk_period * $clk_io_pct] -clock clk0 [all_outputs]
```
`flow/design.v`:
```
`timescale 1ns / 1ps
module background(
    input logic [9:0] vga_x,
    input logic [9:0] vga_y,
    output logic [11:0] rgb
    );
    logic [11:0] rgb1;
    logic [11:0] rgb2;
    logic [11:0] rgb3;
    logic [11:0] rgb3_n;
    logic [11:0] alt_bit;
    assign alt_bit = {12{vga_y[4]}};
    rectgen #(.XLOC(0), .YLOC(128), .WIDTH(799), .HEIGHT(8), .COLOR(12'hfff)) top_wall(.x(vga_x), .y(vga_y), .rgb(rgb1));
    rectgen #(.XLOC(0), .YLOC(512), .WIDTH(799), .HEIGHT(8), .COLOR(12'hfff)) bottom_wall(.x(vga_x), .y(vga_y), .rgb(rgb2));
    rectgen #(.XLOC(396), .YLOC(136), .WIDTH(8), .HEIGHT(376), .COLOR(12'hfff)) net(.x(vga_x), .y(vga_y), .rgb(rgb3));
    assign rgb3_n = rgb3 & alt_bit;
    assign rgb = rgb1 | rgb2 | rgb3_n;
endmodule
`timescale 1ns / 1ps
module rectgen(
    input logic [9:0] x,
    input logic [9:0] y,
    output logic [11:0] rgb
    );
   parameter XLOC = 100;
   parameter YLOC = 100;
   parameter WIDTH = 100;
   parameter HEIGHT = 100;
   parameter COLOR = 12'hf00;
   always_comb
     if(x >= XLOC && x < (XLOC + WIDTH) && y >= YLOC && y < (YLOC + HEIGHT))
        rgb = COLOR;
     else 
        rgb = 12'h000;
endmodule
```
`flow/run.sh`:
```
#!/bin/bash
# OpenROAD 26Q1-2900-gdf79404cd8, Yosys 0.63+post, stock flow scripts
make -C /OpenROAD-flow-scripts/flow DESIGN_CONFIG=/design/flow/config.mk WORK_HOME=/design/flow/orfs finish
```
==> metrics.yaml <==
power_and_ir_drop:
  power_uw: 44.6
  ir_drop_mv: 0.00944
  p_leak_uw: 0.000220
  power_density_nw_per_um2: 88.1
sta:
  tns_ps: 0
  setup_violations: 0
  period_minus_slack_ps: 2130
  fmax_mhz: 469
  worst-slew-pin-transition_ps: 218
  final_hold_viol_count: 0
  slew_viol_final: 0
  fin_ws_ps: 68.9
  max-slew-margin-rel: 0.854
  period_used_share: 0.969
critical_path:
  cp_data_arrival_time_ps: 1690
  cp.required_ps: 1760
  startpoint_type: "primary input"
  cp_slowest_cell: "clkdlybuf4s50_1"
  worstSetupPathType: "in -> out"
  cp.buffers_inverters: 4
  cpLargestDelayFamily: "buffers and inverters"
  cp_max_fo: 4
  cp_cell_sequence: "clkdlybuf4s50_1 -> a311oi_2 -> a41o_2 -> buf_12 -> buf_8 -> buf_6"
  slowest_delay_ps: 490
  cp-end-kind: "output pin"
placement:
  place_ws_ps: -574
  io_buffers: 29
  gp_congestion: 0.838
  dpl_cell_area_um2: 477
  hpwl_um: 881
global_routing:
  grt_antenna_before_repair: 0
  grt.busiest_layer: "met2"
  grt_pass1_vias: 263
  grt.total_usage: 0.0291
  met3_usage: 0.0148
  grtUsageMet1: 0.0323
  grt_pass1_wl_mm: 1.49
  grt_max_degree: 5
  grt_overflow: 0
  met2_usage: 0.0514
floorplanning:
  fp.dieW_um: 80
  die_height_um: 80
  floorplan.core_util: 0.0516
  fp.coreArea_um2: 3420
  rows: 21
  ios: 32
  die_area_um2: 6400
routing:
  antennaDiodeCount: 0
  ant_nets: 0
  vias: 270
  wirelength_mm: 1.01
  wl_per_cell_um: 10.5
  drc: 0
  drt_iter0_drc: 0
  post_drt_via_cell_ratio: 2.78
  dr.pass1.iters: 1
synth:
  mux_share: 0
  synth.distinct_cells: 11
  yosysWarnings: 3
  yosysTopAreaCell: "buf_4"
  ys_sh_simple: 0.291
  synthTopCellsByArea: "buf_4 47%, o21ai_0 8.5%, nor4_2 7.1%"
  synth.most_common_cell: "buf_4"
  yosys_cells: 27
  adder_share: 0
  ys_chip_area_um2: 176
  syn_avg_cell_area_um2: 6.53
  syn-cell-area_um2: 176
  syn_inst: 27
  ys_seq_frac: 0
  synthAoiAreaFrac: 0.191
  synthTopCellsByCount: "11 x buf_4, 3 x nand2_1, 3 x nor2_1, 3 x o21ai_0"
  synth-xor-area-share: 0.0496
  logic_family: "buffers and inverters"
  synthDominantCellAreaShare: 0.468
min_path:
  hp-class: "in -> out"
job:
  log.warning_count: 35
  drv_cap: 0
cells_and_area:
  final_core_util: 0.148
  synthToLayoutAreaGrowth_pct: 187
  nFillCells: 392
  regArea_um2: 0
  ff_count: 0
  fin_area_um2: 505
  drive_gt1_frac: 0.431
  clkbuf_count: 0
clock_network:
  ctsHoldBuffers: 0
outcome:
  outcome: "finished, final reports clean"
cell usage in the layout (no fill, tap or decap):
master,n
dlygate4sd2_1,10
o21ai_1,2
buf_16,1
nor4_2,1
nor4_1,1
buf_8,1
a311oi_2,1
clkbuf_2,4
nor3_2,1
o21ai_2,1
xor2_1,1
nand3_1,1
buf_6,4
buf_2,3
a41o_2,1
nand2_1,2
clkdlybuf4s15_1,8
clkdlybuf4s50_1,1
nand2_2,1
nor2_1,3
buf_4,2
buf_12,1
where the power goes:
part	switching, uW	leakage (uW)	internal (uW)
logic	16.4	0.000220	28.2
registers	0	0	0
clock network	0	0	0
cells by family (layout without fill, tap and decap cells):
logic type                after synthesis  after routing
and+or+nand+nor                        10             10
buffers and inverters                  11             35
xor gates and xnor gates                1              1
AOI/OAI and AO/OA                       5              5
layer usage:
| layer | vias up | share of wire |
|---|---|---|
| li1 | 136 | - |
| met1 | 120 | 0.36 |
| met2 | 14 | 0.51 |
| met3 | 0 | 0.13 |
| met4 | 0 | 0 |
| met5 | - | 0 |
stage by stage:
stage	cells	hold slack [ps]
floorplan	27	1130
CTS	97	1670
global placement	94	2100
detailed placement	94	2100
finish	97	1670
global route	97	1710
path summary, 6_finish.rpt:
check,from,to,slack (ps),cells past startpoint
max,vga_x[9],rgb[4],70,6
min,vga_x[7],rgb[11],1670,4
timing repair:
item,in CTS,in global routing
endpoints found under the setup margin,12,12
gates cloned,1,0
setup buffers,2,0
pin swaps,10,6
gates resized,62,12
layout make-up:
cell class         count  area (um2)  share of cell area
multi-input cells     16         113               0.223
well taps             46        57.6               0.114
repair buffers        35         335               0.663
worst min-delay path: stages:
cell             delay (ps)
clkdlybuf4s15_1         210
a41o_2                  290
buf_12                  120
clkdlybuf4s15_1         160
No activity file was given, so power comes from the tool's default toggle rates.
