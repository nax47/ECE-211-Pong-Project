==> config.mk <==
export PLATFORM = sky130hd
export DESIGN_NAME = ball
export DESIGN_NICKNAME = ball
export VERILOG_FILES = /design/flow/design.v
export SDC_FILE = /design/flow/constraint.sdc
export NUM_CORES = 4
export LEC_CHECK = 1
export CORE_UTILIZATION = 40
==> constraint.sdc <==
current_design ball

set clk_period 5.1
set clk_io_pct 0.2

create_clock -name clk0 -period $clk_period [get_ports {clk}]

set non_clock_inputs [all_inputs -no_clocks]
set_input_delay [expr $clk_period * $clk_io_pct] -clock clk0 $non_clock_inputs
set_output_delay [expr $clk_period * $clk_io_pct] -clock clk0 [all_outputs]
==> design.v <==
`timescale 1ns / 1ps
module ball(
    input logic reset,
    input logic tophit_l,
    input logic midhit_l,
    input logic bothit_l,
    input logic tophit_r,
    input logic midhit_r,
    input logic bothit_r,
    input logic clk,
    input logic frame,
    input logic [9:0] vga_x,
    input logic [9:0] vga_y,
    output logic [11:0] rgb,
    input logic visible,
    input logic srv_l,
    input logic srv_r,
    output logic miss_l,
    output logic miss_r,
    output logic [9:0] ball_x,
    output logic [9:0] ball_y
    );
   parameter WIDTH = 10;  
   parameter HEIGHT = 10;
   parameter XLOC = 400;  
   parameter YLOC = 300;
   parameter COLOR = 12'hff0;  
   parameter UP_LIMIT = 0;
   parameter DOWN_LIMIT = 600;
   parameter LEFT_LIMIT = 0;
   parameter RIGHT_LIMIT = 800;  
   logic [9:0] Y_LOC_new = YLOC;    
   logic [9:0] X_LOC_new = XLOC;
   logic [9:0] X_vel = 0;
   logic [9:0] Y_vel = 0;
   logic [2:0] speed_counter = 1;
   logic y_direction_counter = 0;
   always_ff @(posedge clk)
   begin
   if(frame)
   begin
   y_direction_counter <= y_direction_counter + 1;
   if(speed_counter == 5)
   speed_counter <= 1;
   else
   speed_counter <= speed_counter + 1;
   end
   end
    always_ff @(posedge clk)
    begin
        if (reset) 
            begin 
            Y_LOC_new <= YLOC; 
            X_LOC_new <= XLOC;
            X_vel <= 0;
            Y_vel <= 0;
            miss_l <= 0;
            miss_r <= 0;
            end
        else if(frame)
            begin
            miss_l <= 0;
            miss_r <= 0;  
            if(srv_l)
                begin
                X_vel <= -2;
                if(y_direction_counter == 1)
                    Y_vel <= speed_counter;
                else
                    Y_vel <= -speed_counter;
                X_LOC_new <= X_LOC_new + X_vel;  
                Y_LOC_new <= Y_LOC_new + Y_vel;
                end
            else if(srv_r)
                begin
                X_vel <= 2;
                if(y_direction_counter == 1)
                    Y_vel <= speed_counter;
                else
                    Y_vel <= -speed_counter;
                X_LOC_new <= X_LOC_new + X_vel;  
                Y_LOC_new <= Y_LOC_new + Y_vel;
                end
            else
                begin
                if(X_LOC_new <= (LEFT_LIMIT+30)) 
                    begin
                    miss_l <= 1'b1;
                    Y_LOC_new <= YLOC; 
                    X_LOC_new <= XLOC;
                    X_vel <= 0;
                    Y_vel <= 0;
                    end
                else if(X_LOC_new >= (RIGHT_LIMIT-30)) 
                    begin
                    miss_r <= 1'b1;
                    Y_LOC_new <= YLOC; 
                    X_LOC_new <= XLOC;
                    X_vel <= 0;
                    Y_vel <= 0;
                    end
                else if(Y_LOC_new <= UP_LIMIT || Y_LOC_new >= (DOWN_LIMIT-HEIGHT))
                    begin
                    Y_vel <= -Y_vel;
                    X_LOC_new <= X_LOC_new + X_vel;  
                    Y_LOC_new <= Y_LOC_new - Y_vel; 
                    end   
                else if(tophit_l || tophit_r)
                    begin
                    X_vel <= -X_vel;
                    X_LOC_new <= X_LOC_new - (X_vel*2);  
                    if(Y_vel>1)
                        Y_vel <= Y_vel-1;
                    else if(Y_vel<1)
                        Y_vel <= Y_vel+1;
                    end
                else if(midhit_l || midhit_r)
                    begin
                    X_vel <= -X_vel;
                    X_LOC_new <= X_LOC_new - (X_vel*2);
                    end   
                else if(bothit_l || bothit_r)
                    begin
                    X_vel <= -X_vel;
                    X_LOC_new <= X_LOC_new - (X_vel*2);
                    if(Y_vel>0 && Y_vel<5)
                        Y_vel <= Y_vel+1;
                    else if(Y_vel<0 && Y_vel>-5)
                        Y_vel <= Y_vel-1;
                    end  
                else
                    begin
                    X_LOC_new <= X_LOC_new + X_vel;  
                    Y_LOC_new <= Y_LOC_new + Y_vel;
                    end    
                end
            end
     end
    always_comb
    begin
    ball_x = X_LOC_new;
    ball_y = Y_LOC_new;
    if(vga_x >= (X_LOC_new) && vga_x < (X_LOC_new + WIDTH) && vga_y >= (Y_LOC_new) && vga_y < (Y_LOC_new + HEIGHT) && visible)
       rgb = COLOR;
    else 
       rgb = 12'h000;
    end
endmodule
==> run.sh <==
#!/bin/bash
# OpenROAD 26Q1-2900-gdf79404cd8, Yosys 0.63+post, stock flow scripts
make -C /OpenROAD-flow-scripts/flow DESIGN_CONFIG=/design/flow/config.mk WORK_HOME=/design/flow/orfs finish
==> run notes <==
Implementation results

The run finished with clean final reports. The leakage power of the design is 2.55 nW. The worst slack after detailed placement is 444 ps.

Yosys attributes the largest share of cell area to ha_1 (19%), dfxtp_1 (15%), nor2_1 (4.1%), a21oi_1 (3.9%), inv_1 (3.7%). The post-synth tally of flip-flops with integrated enable is 4. The tally of max-capacitance violations is 0. The endpoint of the lowest-slack register-to-register path is Y_vel[8]. The core area is 13200 µm². The family with the most delay on the worst path is buffers and inverters. The growth of design area from synthesis to finish is 15.0%. The horizontal die size is 119 µm. The clock drives 45 sinks. Of the available clock period, the critical path in the final layout requires 90.7%. Summed over all layers, the global routing overflow is 0.

The initial antenna violation count came to 0. The top achievable clock speed is 0.216 GHz. The clock tree synthesis step divided the H-tree into 2 levels. Detailed placement finished with a half-perimeter wire length of 11100 µm. The report lists the number of cells resized after CTS as 0. The max-slew violation count is 0. Averaged over all synthesized cells, the footprint is 7.87 µm². The share of the synthesized area in the top cell type is 19.1%. The worst-case clock skew is 6.13 ps. Per the synth stats, the flop cell with the highest instance count is dfxtp_1. The total routing resource utilization after global routing is 21.3%. The die outline area is 14100 µm². After synthesis, the chip area reported by Yosys is 5440 µm². For reference, the clock transition at the flip-flops on the worst setup and hold paths is 60 ps.

The number of cells reported by Yosys stat comes to 691. The global placer's final weighted congestion is 0.896. The layout summary lists the proportion of cells stronger than drive strength 1 as 4.94%.

TritonCTS built the clock tree. Yosys reports that the most numerous cell types are ha_1 (83), nor2_1 (59), inv_1 (53). Synthesis instantiated 79 different standard cells from the library.

The source of the worst register-to-register timing path is Y_vel[0]. Nets still carrying antenna violations after routing amount to 0. The utilization after layout is 47.2%. The violation count after the first detailed-routing iteration is 216. The total I/O pin count is 66. The number of standard cells after synthesis is 691. Dividing total power by cell area gives a power density of 275 nW/µm². The number of warnings printed during yosys synthesis is 1.

For this run, the script counts the antenna cells in the layout as 0. The initialized floorplan defines 42 standard-cell rows. The share of flip-flops with an asynchronous set or reset after synthesis is 0%. The pin count of the biggest net entering global routing is 29.

Checking max transition, the worst relative margin is 46.6%. At the later pin of the worst-skew pair, clock insertion delay measures 290 ps. The critical path class is input pin to primary output.

The arrival time of the worst setup path is 3600 ps. The summed instance area of the synthesized netlist is 5440 µm². STA classifies the critical path startpoint as an input pin. The tree is rooted in a clkbuf_16.

The floorplan-stage core utilization is 41.1%. The post-cts hold buffer count is 0. Of all nets on the critical path, the largest fanout is 8. STA lists the startpoint of the worst hold path as miss_r. The actual transition at the worst max-transition pin is 801 ps.

The critical path goes through clkdlybuf4s50_1 > ha_1 > a211o_1 > o221ai_1 > a21oi_1 > o41ai_1 > nand2_1 > nor4_1 > buf_4 > clkdlybuf4s50_1. Per the STA report, the cell with the highest stage delay on the worst path is clkdlybuf4s50_1. The critical path buffer and inverter count is 3. Summed over all failing endpoints, the final setup total negative slack is 0 ps. Buffers inserted during clock tree synthesis total 5. The count of buffers inserted at the top-level ports is 61. The worst hold endpoint is miss_r. The kind of path behind the tightest hold check is flip-flop to flip-flop. The most numerous cell type found on the critical path is clkdlybuf4s50_1. The cell type that accounts for the most area after synthesis is ha_1.

The worst-case IR drop observed on VDD is 0.145 mV. The final route contains 5215 vias. The post-route worst setup slack is 475 ps.

The slack of the worst reg-to-reg path is 2050 ps. The die height is 119 µm. The shortest period the worst path allows is 4620 ps.

The number of setup buffers added after CTS is 0. The worst hold path passes through 2 cells. The portion of the post-synthesis area used by sequential elements is 17.3%.

The timing report gives the biggest stage delay along the critical path as 460 ps. The flop and latch count out of synthesis is 45. The buffer levels on the longest clock path is 2. The first detailed-routing pass took 4 iterations. STA classifies the critical path endpoint as a primary output. The number of global-route vias before repair is 4767. For this run, design rule violations remaining after detail routing come to 0. The most popular library cell in the synthesized design by count is ha_1. The average wire per standard cell is 16.1 µm. The average vias per placed instance is 5.76. The total wire length after detailed routing is 14600 µm. Logic depth along the worst register-to-register path is recorded as 9. The data required time reported for the critical path is 4080 ps. Endpoints with negative setup slack in the final report add up to 0. Setup repair after global routing left no endpoint under its margin. The first global-routing pass estimated 24200 µm of wire. The number of OpenROAD warnings is 42. The final tally of hold violations is 0.
## flip-flops by register name, summed over array words and instances (netlist names)
register             count
X_vel                    9
speed_counter            3
y_direction_counter      1
Y_vel                   10
X_LOC_new               10
miss_l                   1
miss_r                   1
Y_LOC_new               10
## cells by family after synthesis
family / Yosys count / synth area share [%]
flops: 45 / 17.3
fa+ha+maj: 86 / 20.2
simple gates: 202 / 19.7
compound gates: 223 / 28.6
buf+inv: 93 / 7.45
other cells: 2 / 0.138
mux: 7 / 1.31
xor+xnor: 33 / 5.31
## metrics by stage
step	std cells	power [mW]	instance area (µm²)	hold slack [ps]
6_report	905	1.72	6260	507
5_1_grt	905	1.87	6260	529
4_1_cts	905	1.73	6260	503
3_5_place_dp	897	1.40	6120	488
3_3_place_gp	897	1.39	6120	479
2_1_floorplan	694	1.15	5450	436
## worst reg2reg max path: stages (launching register included)
cell and delay, ps:
dfxtp_1 650, inv_1 120, ha_1 330, or2_0 250, a31o_1 370, nand3b_4 260, or4_1 460, and3_1 170
o31a_1 240, o32ai_1 110
## final cells by class
| cell class | count | area [µm²] |
|---|---|---|
| fillers | 1268 | 6990 |
| multi-input cells | 556 | 4110 |
| flip-flops and latches | 45 | 941 |
| repair buffers | 66 | 648 |
| well taps | 176 | 220 |
| inverters | 54 | 203 |
| clock buffers | 6 | 129 |
| clock inverters | 2 | 10.0 |
## power breakdown
part | internal (mW) | switching, mW
clock | 0.180 | 0.142
combinational | 0.417 | 0.489
sequential | 0.399 | 0.0948
total | 0.996 | 0.726
## worst max-delay path by stage
stage,to,cells past startpoint,start
after CTS,rgb[5],12,Y_LOC_new[1]
after global routing,rgb[9],12,Y_LOC_new[1]
final,rgb[5],10,vga_y[6]
## routing by layer
layer / part of all wire [%] / GRT usage (%)
met1: 50 / 32.4
met2: 44 / 33.5
met3: 4.6 / 2.46
met4: 1.6 / 3.09
met5: 0 / 0
## placed cells by master, fill, tap and decap left out, types with 6 or more instances in the layout
master           count
nor2_1              59
nor4_1               6
o31a_1               6
o21ai_0             36
o21a_1               7
dfxtp_1             41
nand2_1             37
clkdlybuf4s50_1     61
o21bai_1             6
xor2_1              12
inv_1               53
a21oi_1             42
a21o_1              15
a221oi_1             8
o32ai_1              8
a31oi_1             11
mux2i_1              6
xnor2_1             21
nor3_1              29
nand3_1             10
nand4_1              7
and3_1               9
ha_1                83
o21ai_1              7
a211oi_1            18
Power is estimated from default activity; no workload was simulated.
