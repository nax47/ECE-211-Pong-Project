## design/flow/design.v

```verilog
`timescale 1ns / 1ps
module mvrectgen(
    input logic clk,
    input logic reset,
    input logic en,
    input logic [9:0] x,
    input logic [9:0] y,
    input logic up,
    input logic down,
    output logic [11:0] rgb,
    input logic [9:0] ball_x,
    input logic [9:0] ball_y,
    output logic tophit,
    output logic midhit,
    output logic bothit
    );
   parameter WIDTH = 10;  
   parameter HEIGHT = 75;
   parameter OFFSET = 0;
   parameter XLOC = 0;  
   parameter YLOC = (600-HEIGHT)/2;
   parameter COLOR = 12'hfff;  
   parameter UP_LIMIT = 0;
   parameter DOWN_LIMIT = 600;
   logic [9:0] Y_LOC_new = YLOC;
       always_ff @(posedge clk)
       begin
       if (reset) begin Y_LOC_new <= YLOC; end
       else if(en && up && ~down) 
        begin 
            if(Y_LOC_new <= UP_LIMIT)
                Y_LOC_new <= Y_LOC_new;
            else
                Y_LOC_new <= Y_LOC_new - 2;
        end
       else if(en && down && ~up) 
         begin 
             if(Y_LOC_new >= (DOWN_LIMIT-HEIGHT))
                 Y_LOC_new <= Y_LOC_new;
             else
                 Y_LOC_new <= Y_LOC_new + 2;
         end
        end
        always_comb
        begin
            tophit <= 1'b0;
            midhit <= 1'b0;
            bothit <= 1'b0;
                if(((ball_x+OFFSET) >= XLOC) && ((ball_x+OFFSET) <= XLOC + WIDTH))
                begin
                    if(ball_y >= (Y_LOC_new) && ball_y < (Y_LOC_new + (HEIGHT/3)))
                        tophit <= 1'b1;
                    else if(ball_y >= (Y_LOC_new + (HEIGHT/3)) && ball_y < (Y_LOC_new + (2*HEIGHT/3)))
                        midhit <= 1'b1;
                    else if(ball_y >= (Y_LOC_new + (2*HEIGHT/3)) && ball_y < (Y_LOC_new + (HEIGHT)))
                        bothit <= 1'b1;
                end
        end
     always_comb
     begin
     if(x >= (XLOC) && x < (XLOC + WIDTH) && y >= (Y_LOC_new) && y < (Y_LOC_new + HEIGHT))
        rgb = COLOR;
     else 
        rgb = 12'h000;
     end
endmodule
`timescale 1ns / 1ps
module paddle(
    input logic reset,
    input logic up_I,
    input logic down_I,
    input logic [9:0] vga_x,
    input logic [9:0] vga_y,
    output logic [11:0] rgb,
    input logic frame,
    input logic clk,
    output logic tophit,
    output logic midhit,
    output logic bothit,
    input logic [9:0] ball_x,
    input logic [9:0] ball_y
    );
    parameter XLOC = 0;
    parameter COLOR = 12'hfff;
    parameter OFFSET = 0;
    mvrectgen #(.OFFSET(OFFSET), .XLOC(XLOC), .YLOC(), .WIDTH(), .HEIGHT(), .COLOR(COLOR), .UP_LIMIT(136), .DOWN_LIMIT(512)) paddle(.x(vga_x), .y(vga_y), .rgb(rgb), .clk(clk), .up(up_I), .down(down_I), .reset(reset), .en(frame), .ball_x(ball_x), .ball_y(ball_y), .tophit(tophit), .midhit(midhit), .bothit(bothit));
endmodule
```

## design/flow/run.sh

```bash
#!/bin/bash
# OpenROAD 26Q1-2900-gdf79404cd8, Yosys 0.63+post, stock flow scripts
make -C /OpenROAD-flow-scripts/flow DESIGN_CONFIG=/design/flow/config.mk WORK_HOME=/design/flow/orfs finish
```

## design/flow/config.mk

```make
export PLATFORM = sky130hd
export DESIGN_NAME = paddle
export DESIGN_NICKNAME = paddle
export VERILOG_FILES = /design/flow/design.v
export SDC_FILE = /design/flow/constraint.sdc
export NUM_CORES = 4
export LEC_CHECK = 1
export CORE_AREA = 10 10 103 103
export DIE_AREA = 0 0 113 113
```

## design/flow/constraint.sdc

```tcl
current_design paddle

set clk_period 3.5
set clk_io_pct 0.2

create_clock -name clk0 -period $clk_period [get_ports {clk}]

set non_clock_inputs [all_inputs -no_clocks]
set_input_delay [expr $clk_period * $clk_io_pct] -clock clk0 $non_clock_inputs
set_output_delay [expr $clk_period * $clk_io_pct] -clock clk0 [all_outputs]
```

==> results.txt <==
impl run done, here's what came out: status finished, violations left, failing checks setup timing, yosys simple share 0.188, adder share 0.345, largest register by flop count paddle.Y_LOC_new, die area approximately 0.013 mm^2, Core Area around 0.0083 mm^2, Mux area share 0.0132, worst-path maximum fanout 3, final core occ 0.466, Post-synth area hogs ha_1 (33%), dfxtp_1 (7.6%), xnor2_1 (7.0%), worst reg2reg setup slack 1.07 ns, n_diodes 0, final setup margin -0.0114 ns, Non-Filler Instances approximately 530, fmax around 280 MHz, die height between 100 and 150 um, Synth area leader ha_1, global routing's busiest layer met2, Max Cap Viol 0, Clock Skews slightly above 0.0005 ns, Post-Syn Area around 0.0024 mm^2, worst-margin pin slew between 0.8 and 0.9 ns, Largest regs paddle.Y_LOC_new (9), Pre-Place Util 0.287, max reg flops 9, Critical Path AT 2.81 ns, I/O pins approximately 60, Wirelength per Cell ~13 um, count leader, synth ha_1, share of flip-flops with an asynchronous set or reset 0, Clock Tree Buf Depth 2, dominant kind of combinational cell adder cells, met1 Resource Use GR 0.154, Final HPWL DP roughly 6000 um, Setup CP Type reg2out, H-tree depth 1, ys cells about 300, unrepaired setup endpoints after global routing yes, clock root buffer clkbuf_8, dpl ws -0.421 ns, global-route wire length before repair around 12000 um, Hold Fails Final Rpt 0, Setup TNS -0.0295 ns, CP delay by family, top AND-OR/OR-AND gates, fin area between 0.003 and 0.004 mm^2, xor/xnor share 0.0810, tool warnings 37, Final Setup Violations 4, routability cong. 0.902, max-slew violation count 0, Post-synth top cells ha_1 (63), nor2_1 (24), a21oi_1 (21), o21ai_0 (21), xnor2_1 (19), starting DRC count in detailed routing approximately 100, Synth Seq Share 0.0757, clock latency (worst-skew pair) 0.23 ns, total track usage 0.105, Yosys chip area roughly 0.0024 mm^2, Pre-antenna DRT Iters 4, die width about 110 um, PD cells between 150 and 200 mW/mm^2, crit end category output port, Cell Chain, Critical Path buf_6 > ha_4 > a21oi_2 > buf_4 > nor2_1 > nor2_1 > nor3_2 > xnor2_1 > ha_2 > a211o_1 > a41oi_2 > a21oi_2 > a211oi_2 > buf_2 > buf_6 > buf_6 > buf_2, Bufs and invs on worst path 6, # clock sinks 9, share of layout cells above drive strength 1 0.343, min Tclk post-route 3.51 ns, TritonCTS clock tree yes, Most common cell on crit path buf_6, initial antenna violation count 0, relative slew slack 0.409, Flops after synth 9, Rows 33, peak supply drop 0.136 mV, GRT overflow 0, CP max stage delay 0.33 ns, Clock transition at path regs about 0.05 ns, port buffer count 58, # hold bufs at CTS 0, CTS Buf Count 3, Syn Inst Count between 300 and 400, area grow syn2layout 62.5%, aoi share 0.217, FILL cells ~760, vias per cell around 4.9, final hold slack around 0.65 ns, DRC 0, Slowest cell on crit path dfxtp_2, EDFF count, synth 0, Crit path required time 2.80 ns, antenna-violating nets left 0, CP Launch Type flip-flop, met2 usage 0.169, largest net degree at the start of global routing 14, P_leak 1.76 nW, Tightest Hold Check Type reg2reg, met3 Track Usage GR 0.0123, overall power roughly 0.75 mW, Dominant flop cell dfxtp_1, Syn. warnings 1, Vias roughly 2.6k, Yosys top cell area share 0.331, vias in the first global route between 2k and 3k, Synth cell types 57, syn_area_per_cell ~7.8 um^2, post-place instance area 0.00347 mm^2, final period utilization 1.00, Placed Cells just over 500, final wirelength ~7100 um
==> placed cells by master (no fill, tap or decap), types with 4 or more instances in the layout <==
cell type	instances
a21oi_1	15
o21ai_0	13
inv_2	5
buf_4	74
o21ai_1	7
a21oi_2	5
ha_2	4
clkdlybuf4s50_1	36
ha_4	8
inv_1	14
nor2b_1	4
nand3_1	6
nor3_1	9
ha_1	51
buf_2	6
xnor2_1	18
nand2_1	11
nor3_2	4
dlygate4sd2_1	7
buf_6	13
o211ai_1	6
dfxtp_1	5
nor2_1	24
o21a_1	4
==> path summary, 6_finish.rpt <==
path	from	endpoint	cells after the start
worst max-delay path	paddle.Y_LOC_new[4]$_SDFFE_PP0P_	rgb[2]	17
worst max register to register	paddle.Y_LOC_new[3]$_SDFFE_PP0P_	paddle.Y_LOC_new[9]$_SDFFE_PP0P_	10
worst min register to register	paddle.Y_LOC_new[6]$_SDFFE_PP0P_	paddle.Y_LOC_new[6]$_SDFFE_PP0P_	3
worst min-delay path	paddle.Y_LOC_new[6]$_SDFFE_PP0P_	paddle.Y_LOC_new[6]$_SDFFE_PP0P_	3
==> kinds of logic (layout without fill, tap and decap cells) <==
kind of cell / Yosys count / count (layout)
flops: 9 / 9
mux: 3 / 3
simple gates: 85 / 85
compound gates: 81 / 81
fa+ha+maj: 65 / 65
buf+inv: 38 / 164
xor+xnor: 22 / 22
==> layout make-up <==
type	count	area (um^2)	share of cell area
clock buffers	4	45.0	0.0117
inverters	20	75.1	0.0194
multi-input cells	256	2240	0.579
flip-flops and latches	9	188	0.0485
well taps	105	131	0.0340
repair buffers	140	1190	0.307
==> per-layer routing <==
metal	vias to the layer above	wire, um
li1	1369	-
met3	4	230
met5	-	0
met4	0	53
met1	1193	3630
met2	46	3160
==> report_power, final <==
group          switching (mW)  internal [mW]  total (mW)
Sequential            0.00985          0.110       0.120
Combinational           0.225          0.284       0.509
Clock                  0.0420         0.0795       0.121
==> what timing repair did <==
| item | in CTS | in global routing |
|---|---|---|
| pin swaps | 22 | 20 |
| buffers inserted | 9 | 6 |
| setup endpoints to repair | 15 | 15 |
| cloned | 1 | 0 |
| resized | 87 | 33 |
==> worst min-delay path: cells and delay by family, from the launching register on <==
family                 cells  cell delay [ns]
buffers and inverters      1             0.17
flip-flops                 1             0.31
AND/OR/NAND/NOR            1             0.06
AND-OR/OR-AND              1             0.05
Power is estimated from default activity; no workload was simulated.
